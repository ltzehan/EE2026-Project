### design/flow/constraint.sdc
current_design goertzel_v2

set clk_period 12.4
set clk_io_pct 0.2

create_clock -name clk0 -period $clk_period [get_ports {CLK}]

set non_clock_inputs [all_inputs -no_clocks]
set_input_delay [expr $clk_period * $clk_io_pct] -clock clk0 $non_clock_inputs
set_output_delay [expr $clk_period * $clk_io_pct] -clock clk0 [all_outputs]
### design/flow/config.mk
export PLATFORM = sky130hd
export DESIGN_NAME = goertzel_v2
export DESIGN_NICKNAME = goertzel_v2
export VERILOG_FILES = /design/flow/design.v
export SDC_FILE = /design/flow/constraint.sdc
export NUM_CORES = 4
export LEC_CHECK = 1
export CORE_UTILIZATION = 50
export SYNTH_MEMORY_MAX_BITS = 65536
### design/flow/design.v
`timescale 1ns / 1ps
module goertzel_v2 (
    input CLK,
    input RST,
    input [11:0] mic,   
    output signed [31:0] y1,
    output signed [31:0] y2
    );
    parameter N = 283;
    parameter k = 0;
    wire signed [31:0] val;
    goertzel_val #(.N(N), .k(k)) rom (val);
    wire signed [31:0] x;
    wire signed [63:0] s1_val_mul_64;
    wire signed [31:0] s1_val_mul;
    wire signed [31:0] s;
    reg signed [31:0] s1 = 0;
    reg signed [31:0] s2 = 0; 
    assign x = {17'b0, mic[11:0], 3'b0};
    assign s1_val_mul_64 = s1 * val;
    assign s1_val_mul = s1_val_mul_64[46:15];
    assign s = x + s1_val_mul - s2; 
    always @(posedge CLK or posedge RST) begin
        if (RST) begin
            s1 <= 0;
            s2 <= 0;
        end
        else begin
            s1 <= s;
            s2 <= s1;
        end
    end
    assign y1 = s;
    assign y2 = s1;
endmodule
`timescale 1ns / 1ps
module goertzel_val(
    output signed [31:0] val
    );
    parameter N = 283;
    parameter k = 0;
    reg signed [31:0] val_arr [N-1:0];
    initial begin
        val_arr[0] <= 32'h00010000;
        val_arr[1] <= 32'h0000FFEF; 
        val_arr[2] <= 32'h0000FFBF; 
        val_arr[3] <= 32'h0000FF6E; 
        val_arr[4] <= 32'h0000FEFD; 
        val_arr[5] <= 32'h0000FE6C; 
        val_arr[6] <= 32'h0000FDBB; 
        val_arr[7] <= 32'h0000FCEA; 
        val_arr[8] <= 32'h0000FBF8; 
        val_arr[9] <= 32'h0000FAE8; 
        val_arr[10] <= 32'h0000F9B7;
        val_arr[11] <= 32'h0000F867;
        val_arr[12] <= 32'h0000F6F7;
        val_arr[13] <= 32'h0000F569;
        val_arr[14] <= 32'h0000F3BB;
        val_arr[15] <= 32'h0000F1EF;
        val_arr[16] <= 32'h0000F004;
        val_arr[17] <= 32'h0000EDFB;
        val_arr[18] <= 32'h0000EBD3;
        val_arr[19] <= 32'h0000E98E;
        val_arr[20] <= 32'h0000E72C;
        val_arr[21] <= 32'h0000E4AC;
        val_arr[22] <= 32'h0000E210;
        val_arr[23] <= 32'h0000DF57;
        val_arr[24] <= 32'h0000DC82;
        val_arr[25] <= 32'h0000D991;
        val_arr[26] <= 32'h0000D684;
        val_arr[27] <= 32'h0000D35D;
        val_arr[28] <= 32'h0000D01B;
        val_arr[29] <= 32'h0000CCBE;
        val_arr[30] <= 32'h0000C948;
        val_arr[31] <= 32'h0000C5B8;
        val_arr[32] <= 32'h0000C210;
        val_arr[33] <= 32'h0000BE4E;
        val_arr[34] <= 32'h0000BA75;
        val_arr[35] <= 32'h0000B685;
        val_arr[36] <= 32'h0000B27D;
        val_arr[37] <= 32'h0000AE5F;
        val_arr[38] <= 32'h0000AA2B;
        val_arr[39] <= 32'h0000A5E1;
        val_arr[40] <= 32'h0000A182;
        val_arr[41] <= 32'h00009D0F;
        val_arr[42] <= 32'h00009888;
        val_arr[43] <= 32'h000093EE;
        val_arr[44] <= 32'h00008F42;
        val_arr[45] <= 32'h00008A83;
        val_arr[46] <= 32'h000085B2;
        val_arr[47] <= 32'h000080D1;
        val_arr[48] <= 32'h00007BE0;
        val_arr[49] <= 32'h000076DF;
        val_arr[50] <= 32'h000071CF;
        val_arr[51] <= 32'h00006CB0;
        val_arr[52] <= 32'h00006784;
        val_arr[53] <= 32'h0000624B;
        val_arr[54] <= 32'h00005D05;
        val_arr[55] <= 32'h000057B4;
        val_arr[56] <= 32'h00005258;
        val_arr[57] <= 32'h00004CF1;
        val_arr[58] <= 32'h00004780;
        val_arr[59] <= 32'h00004207;
        val_arr[60] <= 32'h00003C85;
        val_arr[61] <= 32'h000036FC;
        val_arr[62] <= 32'h0000316B;
        val_arr[63] <= 32'h00002BD4;
        val_arr[64] <= 32'h00002638;
        val_arr[65] <= 32'h00002097;
        val_arr[66] <= 32'h00001AF2;
        val_arr[67] <= 32'h0000154A;
        val_arr[68] <= 32'h00000F9E;
        val_arr[69] <= 32'h000009F1;
        val_arr[70] <= 32'h00000443;
        val_arr[71] <= 32'hFFFFFE95;
        val_arr[72] <= 32'hFFFFF8E6;
        val_arr[73] <= 32'hFFFFF338;
        val_arr[74] <= 32'hFFFFED8C;
        val_arr[75] <= 32'hFFFFE7E2;
        val_arr[76] <= 32'hFFFFE23B;
        val_arr[77] <= 32'hFFFFDC98;
        val_arr[78] <= 32'hFFFFD6F9;
        val_arr[79] <= 32'hFFFFD15F;
        val_arr[80] <= 32'hFFFFCBCC;
        val_arr[81] <= 32'hFFFFC63F;
        val_arr[82] <= 32'hFFFFC0B9;
        val_arr[83] <= 32'hFFFFBB3B;
        val_arr[84] <= 32'hFFFFB5C6;
        val_arr[85] <= 32'hFFFFB05A;
        val_arr[86] <= 32'hFFFFAAF9;
        val_arr[87] <= 32'hFFFFA5A2;
        val_arr[88] <= 32'hFFFFA056;
        val_arr[89] <= 32'hFFFF9B17;
        val_arr[90] <= 32'hFFFF95E4;
        val_arr[91] <= 32'hFFFF90BF;
        val_arr[92] <= 32'hFFFF8BA7;
        val_arr[93] <= 32'hFFFF869F;
        val_arr[94] <= 32'hFFFF81A5;
        val_arr[95] <= 32'hFFFF7CBC;
        val_arr[96] <= 32'hFFFF77E3;
        val_arr[97] <= 32'hFFFF731C;
        val_arr[98] <= 32'hFFFF6E66;
        val_arr[99] <= 32'hFFFF69C2;
        val_arr[100] <= 32'hFFFF6532;
        val_arr[101] <= 32'hFFFF60B5;
        val_arr[102] <= 32'hFFFF5C4C;
        val_arr[103] <= 32'hFFFF57F8;
        val_arr[104] <= 32'hFFFF53B9;
        val_arr[105] <= 32'hFFFF4F8F;
        val_arr[106] <= 32'hFFFF4B7C;
        val_arr[107] <= 32'hFFFF4780;
        val_arr[108] <= 32'hFFFF439B;
        val_arr[109] <= 32'hFFFF3FCE;
        val_arr[110] <= 32'hFFFF3C19;
        val_arr[111] <= 32'hFFFF387D;
        val_arr[112] <= 32'hFFFF34FA;
        val_arr[113] <= 32'hFFFF3190;
        val_arr[114] <= 32'hFFFF2E41;
        val_arr[115] <= 32'hFFFF2B0C;
        val_arr[116] <= 32'hFFFF27F2;
        val_arr[117] <= 32'hFFFF24F3;
        val_arr[118] <= 32'hFFFF2210;
        val_arr[119] <= 32'hFFFF1F49;
        val_arr[120] <= 32'hFFFF1C9E;
        val_arr[121] <= 32'hFFFF1A10;
        val_arr[122] <= 32'hFFFF179F;
        val_arr[123] <= 32'hFFFF154B;
        val_arr[124] <= 32'hFFFF1315;
        val_arr[125] <= 32'hFFFF10FD;
        val_arr[126] <= 32'hFFFF0F03;
        val_arr[127] <= 32'hFFFF0D27;
        val_arr[128] <= 32'hFFFF0B6A;
        val_arr[129] <= 32'hFFFF09CC;
        val_arr[130] <= 32'hFFFF084D;
        val_arr[131] <= 32'hFFFF06ED;
        val_arr[132] <= 32'hFFFF05AD;
        val_arr[133] <= 32'hFFFF048C;
        val_arr[134] <= 32'hFFFF038B;
        val_arr[135] <= 32'hFFFF02AA;
        val_arr[136] <= 32'hFFFF01E9;
        val_arr[137] <= 32'hFFFF0147;
        val_arr[138] <= 32'hFFFF00C6;
        val_arr[139] <= 32'hFFFF0065;
        val_arr[140] <= 32'hFFFF0025;
        val_arr[141] <= 32'hFFFF0005;
        val_arr[142] <= 32'hFFFF0005;
        val_arr[143] <= 32'hFFFF0025;
        val_arr[144] <= 32'hFFFF0065;
        val_arr[145] <= 32'hFFFF00C6;
        val_arr[146] <= 32'hFFFF0147;
        val_arr[147] <= 32'hFFFF01E9;
        val_arr[148] <= 32'hFFFF02AA;
        val_arr[149] <= 32'hFFFF038B;
        val_arr[150] <= 32'hFFFF048C;
        val_arr[151] <= 32'hFFFF05AD;
        val_arr[152] <= 32'hFFFF06ED;
        val_arr[153] <= 32'hFFFF084D;
        val_arr[154] <= 32'hFFFF09CC;
        val_arr[155] <= 32'hFFFF0B6A;
        val_arr[156] <= 32'hFFFF0D27;
        val_arr[157] <= 32'hFFFF0F03;
        val_arr[158] <= 32'hFFFF10FD;
        val_arr[159] <= 32'hFFFF1315;
        val_arr[160] <= 32'hFFFF154B;
        val_arr[161] <= 32'hFFFF179F;
        val_arr[162] <= 32'hFFFF1A10;
        val_arr[163] <= 32'hFFFF1C9E;
        val_arr[164] <= 32'hFFFF1F49;
        val_arr[165] <= 32'hFFFF2210;
        val_arr[166] <= 32'hFFFF24F3;
        val_arr[167] <= 32'hFFFF27F2;
        val_arr[168] <= 32'hFFFF2B0C;
        val_arr[169] <= 32'hFFFF2E41;
        val_arr[170] <= 32'hFFFF3190;
        val_arr[171] <= 32'hFFFF34FA;
        val_arr[172] <= 32'hFFFF387D;
        val_arr[173] <= 32'hFFFF3C19;
        val_arr[174] <= 32'hFFFF3FCE;
        val_arr[175] <= 32'hFFFF439B;
        val_arr[176] <= 32'hFFFF4780;
        val_arr[177] <= 32'hFFFF4B7C;
        val_arr[178] <= 32'hFFFF4F8F;
        val_arr[179] <= 32'hFFFF53B9;
        val_arr[180] <= 32'hFFFF57F8;
        val_arr[181] <= 32'hFFFF5C4C;
        val_arr[182] <= 32'hFFFF60B5;
        val_arr[183] <= 32'hFFFF6532;
        val_arr[184] <= 32'hFFFF69C2;
        val_arr[185] <= 32'hFFFF6E66;
        val_arr[186] <= 32'hFFFF731C;
        val_arr[187] <= 32'hFFFF77E3;
        val_arr[188] <= 32'hFFFF7CBC;
        val_arr[189] <= 32'hFFFF81A5;
        val_arr[190] <= 32'hFFFF869F;
        val_arr[191] <= 32'hFFFF8BA7;
        val_arr[192] <= 32'hFFFF90BF;
        val_arr[193] <= 32'hFFFF95E4;
        val_arr[194] <= 32'hFFFF9B17;
        val_arr[195] <= 32'hFFFFA056;
        val_arr[196] <= 32'hFFFFA5A2;
        val_arr[197] <= 32'hFFFFAAF9;
        val_arr[198] <= 32'hFFFFB05A;
        val_arr[199] <= 32'hFFFFB5C6;
        val_arr[200] <= 32'hFFFFBB3B;
        val_arr[201] <= 32'hFFFFC0B9;
        val_arr[202] <= 32'hFFFFC63F;
        val_arr[203] <= 32'hFFFFCBCC;
        val_arr[204] <= 32'hFFFFD15F;
        val_arr[205] <= 32'hFFFFD6F9;
        val_arr[206] <= 32'hFFFFDC98;
        val_arr[207] <= 32'hFFFFE23B;
        val_arr[208] <= 32'hFFFFE7E2;
        val_arr[209] <= 32'hFFFFED8C;
        val_arr[210] <= 32'hFFFFF338;
        val_arr[211] <= 32'hFFFFF8E6;
        val_arr[212] <= 32'hFFFFFE95;
        val_arr[213] <= 32'h00000443;
        val_arr[214] <= 32'h000009F1;
        val_arr[215] <= 32'h00000F9E;
        val_arr[216] <= 32'h0000154A;
        val_arr[217] <= 32'h00001AF2;
        val_arr[218] <= 32'h00002097;
        val_arr[219] <= 32'h00002638;
        val_arr[220] <= 32'h00002BD4;
        val_arr[221] <= 32'h0000316B;
        val_arr[222] <= 32'h000036FC;
        val_arr[223] <= 32'h00003C85;
        val_arr[224] <= 32'h00004207;
        val_arr[225] <= 32'h00004780;
        val_arr[226] <= 32'h00004CF1;
        val_arr[227] <= 32'h00005258;
        val_arr[228] <= 32'h000057B4;
        val_arr[229] <= 32'h00005D05;
        val_arr[230] <= 32'h0000624B;
        val_arr[231] <= 32'h00006784;
        val_arr[232] <= 32'h00006CB0;
        val_arr[233] <= 32'h000071CF;
        val_arr[234] <= 32'h000076DF;
        val_arr[235] <= 32'h00007BE0;
        val_arr[236] <= 32'h000080D1;
        val_arr[237] <= 32'h000085B2;
        val_arr[238] <= 32'h00008A83;
        val_arr[239] <= 32'h00008F42;
        val_arr[240] <= 32'h000093EE;
        val_arr[241] <= 32'h00009888;
        val_arr[242] <= 32'h00009D0F;
        val_arr[243] <= 32'h0000A182;
        val_arr[244] <= 32'h0000A5E1;
        val_arr[245] <= 32'h0000AA2B;
        val_arr[246] <= 32'h0000AE5F;
        val_arr[247] <= 32'h0000B27D;
        val_arr[248] <= 32'h0000B685;
        val_arr[249] <= 32'h0000BA75;
        val_arr[250] <= 32'h0000BE4E;
        val_arr[251] <= 32'h0000C210;
        val_arr[252] <= 32'h0000C5B8;
        val_arr[253] <= 32'h0000C948;
        val_arr[254] <= 32'h0000CCBE;
        val_arr[255] <= 32'h0000D01B;
        val_arr[256] <= 32'h0000D35D;
        val_arr[257] <= 32'h0000D684;
        val_arr[258] <= 32'h0000D991;
        val_arr[259] <= 32'h0000DC82;
        val_arr[260] <= 32'h0000DF57;
        val_arr[261] <= 32'h0000E210;
        val_arr[262] <= 32'h0000E4AC;
        val_arr[263] <= 32'h0000E72C;
        val_arr[264] <= 32'h0000E98E;
        val_arr[265] <= 32'h0000EBD3;
        val_arr[266] <= 32'h0000EDFB;
        val_arr[267] <= 32'h0000F004;
        val_arr[268] <= 32'h0000F1EF;
        val_arr[269] <= 32'h0000F3BB;
        val_arr[270] <= 32'h0000F569;
        val_arr[271] <= 32'h0000F6F7;
        val_arr[272] <= 32'h0000F867;
        val_arr[273] <= 32'h0000F9B7;
        val_arr[274] <= 32'h0000FAE8;
        val_arr[275] <= 32'h0000FBF8;
        val_arr[276] <= 32'h0000FCEA;
        val_arr[277] <= 32'h0000FDBB;
        val_arr[278] <= 32'h0000FE6C;
        val_arr[279] <= 32'h0000FEFD;
        val_arr[280] <= 32'h0000FF6E;
        val_arr[281] <= 32'h0000FFBF;
        val_arr[282] <= 32'h0000FFEF;
    end
    assign val = val_arr[k];
endmodule
### design/flow/run.sh
#!/bin/bash
# OpenROAD 26Q1-2900-gdf79404cd8, Yosys 0.63+post, stock flow scripts
make -C /OpenROAD-flow-scripts/flow DESIGN_CONFIG=/design/flow/config.mk WORK_HOME=/design/flow/orfs finish
==> impl_metrics.csv <==
group,metric,value,unit
outcome,outcome,"completed",
global_route,antenna_violations_before_repair,0,
logic_synthesis,synth_area_per_cell,10.0,um2
placement,dp.final_hpwl,6090,um
final_timing,tightest_slew,799,ps
min_path,whs_path_depth,0,
clocking,cts-resized-gates,0,
detailed_routing,dr_wl_met2,3500,um
final_timing,max_slew_margin,45.4,%
die,top_level_ports,78,
detailed_routing,dr.max_layer_used,"met4",
logic_synthesis,post_synth_inst_count,411,
final_timing,final_max_slew_viol_count,0,
setup_path,worstSetupStartpointType,"primary input",
final_timing,setup_tns,0,ps
final_timing,setup-violations-final,0,
global_route,gr-usage-all-layers,20.9,%
die,die_h,92.8,um
cells_and_area,layout-drive-gt1-share,7.32,%
cells_and_area,postLayoutCoreUtil,65.7,%
die,die_x,92.8,um
logic_synthesis,yosys.area.top_type_share,38.8,%
detailed_routing,n_antenna_cell,0,
die,std_cell_rows,32,
logic_synthesis,synth_flop_type,"sky130_fd_sc_hd__dfrtp_1",
setup_path,timing_worst_setup_path_type,"in -> out",
detailed_routing,route.detailed.drc,0,
job,warning_count,26,
detailed_routing,routed-via-count,3091,
final_timing,timing.final.hold_violations,0,
final_timing,final_critical_path_setup_slack,3780,ps
final_timing,max_clock_freq,0.116,GHz
min_path,hold_path_class,"reg -> reg",
clocking,cts.reportedPaths.clkPinSlew,70,ps
global_route,pin_count_of_the_biggest_net_entering_global_routing,65,
setup_path,cp.required,9920,ps
clocking,clock_latency,330,ps
logic_synthesis,synth_adder_area_share,20.9,%
setup_path,critical_path_peak_fanout,5,
global_route,grt_residual_overflow,0,
logic_synthesis,commonest_cells_in_the_netlist,"sky130_fd_sc_hd__inv_1 (68), sky130_fd_sc_hd__dfrtp_1 (64), sky130_fd_sc_hd__ha_1 (48), sky130_fd_sc_hd__a21oi_1 (26), sky130_fd_sc_hd__nand2_1 (25)",
logic_synthesis,synthAoiAreaFrac,15.1,%
logic_synthesis,synth_area,4130,um2
job,maxCapViolations,0,
placement,number_of_placed_instances_taps_included,578,
setup_path,reg2reg_from,"s1[3]$_DFF_PP0_",
logic_synthesis,mux_area_share,0.485,%
logic_synthesis,yosys_warnings,2,
clocking,cts_hold_buffers,0,
logic_synthesis,yosys_register_bits,64,
final_timing,final.period_utilization,69.5,%
logic_synthesis,yosys_cells,411,
clocking,cts-buffers-inserted,9,
final_timing,clock_skew,9.75,ps
cells_and_area,layout-area-overhead-vs-synth,25.1,%
detailed_routing,drt-vias-per-instance,5.20,
logic_synthesis,top_cells_by_area,"sky130_fd_sc_hd__dfrtp_1 (39%), sky130_fd_sc_hd__ha_1 (15%), sky130_fd_sc_hd__fa_1 (6.3%), sky130_fd_sc_hd__inv_1 (6.2%), sky130_fd_sc_hd__xnor2_1 (3.4%)",
logic_synthesis,netlist_logic_family_top,"adder cells",
global_route,first_pass_grt_wire_length,13800,um
detailed_routing,ant_nets,0,
logic_synthesis,enable_flop_cells,0,
cells_and_area,ff_latch_area,1600,um2
final_timing,grt_setup_unrepaired,"no",
clocking,tritoncts,"yes",
logic_synthesis,ys_sh_simple,11.2,%
min_path,hold_path_startpoint,"s1[31]$_DFF_PP0_",
setup_path,worst_setup_path_end_kind,"output port",
logic_synthesis,largest_area_contributor_in_the_netlist,"sky130_fd_sc_hd__dfrtp_1",
placement,place.gp.congestion,0.896,
setup_path,setup.reg_to_reg.worst_slack,9260,ps
logic_synthesis,most_common_cell,"sky130_fd_sc_hd__inv_1",
detailed_routing,detailedRoute.firstIterationViolations,90,
detailed_routing,wl_met3,433,um
cells_and_area,n_fill_cell,655,
placement,place_worst_setup_slack,3900,ps
global_route,grt_pass1_vias,2985,
die,chipArea,8620,um2
detailed_routing,avgRoutedWirePerCell,13.5,um
clocking,clock-sinks,64,
clocking,clk_path_buf_depth,2,
logic_synthesis,ys_area,4130,um2
logic_synthesis,post_synth_xor_area_fraction,5.73,%
clocking,clock_tree.root_cell,"sky130_fd_sc_hd__clkbuf_8",
clocking,clock_tree.htree_level_count,3,
setup_path,worst-endpoint-arrival,6140,ps
clocking,cts_setup_buffers,0,
setup_path,regToRegEndpoint,"s1[28]$_DFF_PP0_",
final_timing,min_period,8620,ps
logic_synthesis,synth_seq_share,38.8,%
logic_synthesis,post_synth_num_cell_types,59,
logic_synthesis,synth_async_sr_flop_share,100,%
min_path,worst_hold_path_ep,"s2[31]$_DFF_PP0_",
detailed_routing,detailed_router_iteration_count_before_antenna_repair,5,
detailed_routing,wl_on_met1,3940,um
cells_and_area,logic_area,2200,um2
die,core-area,7850,um2
placement,port-buffer-count,77,
setup_path,r2r_worst_path_depth,10,
detailed_routing,drt-total-wl,8010,um
cells_and_area,non_filler_instances,594,
die,floorplan.initialDensity,52.6,%
-- flip-flops by register name (all words and copies together) (netlist names) --
name,count
s2,32
s1,32
-- area by class of cell --
class                           instances  share of cell area, %
Sequential cell                        64                   31.0
Timing Repair Buffer                   78                   15.1
Inverter                               68                   4.95
Multi-Input combinational cell        266                   42.7
Clock buffer                           12                   3.20
Clock inverter                          4                  0.534
Tap cell                              102                   2.47
-- stage by stage --
| stage | area [um2] | hold WS, ps |
|---|---|---|
| 6_report | 5160 | 385 |
| 5_1_grt | 5160 | 399 |
| 4_1_cts | 5160 | 391 |
| 3_5_place_dp | 4970 | 363 |
| 3_3_place_gp | 4970 | 359 |
| 2_1_floorplan | 4130 | 331 |
-- worst max-delay path, stage by stage --
cell and delay (ps):
sky130_fd_sc_hd__clkdlybuf4s50_1 450, sky130_fd_sc_hd__inv_1 50, sky130_fd_sc_hd__fa_1 540, sky130_fd_sc_hd__inv_1 40, sky130_fd_sc_hd__ha_1 360, sky130_fd_sc_hd__nand4b_1 280, sky130_fd_sc_hd__a2111oi_0 830, sky130_fd_sc_hd__nor2_1 160
sky130_fd_sc_hd__o21ai_1 210, sky130_fd_sc_hd__xor2_1 230, sky130_fd_sc_hd__clkdlybuf4s50_1 510
-- layout by cell type, fill, tap and decap left out, types with 5 or more instances in the layout --
master and count:
sky130_fd_sc_hd__clkdlybuf4s50_1 77, sky130_fd_sc_hd__inv_1 67, sky130_fd_sc_hd__dfrtp_1 64, sky130_fd_sc_hd__ha_1 48, sky130_fd_sc_hd__a21oi_1 26, sky130_fd_sc_hd__nand2_1 25
sky130_fd_sc_hd__nor2_1 21, sky130_fd_sc_hd__xnor2_1 16, sky130_fd_sc_hd__fa_1 13, sky130_fd_sc_hd__clkbuf_8 12, sky130_fd_sc_hd__a21o_1 11, sky130_fd_sc_hd__xor2_1 11
sky130_fd_sc_hd__o21ai_0 10, sky130_fd_sc_hd__nor2b_1 7, sky130_fd_sc_hd__nand4_1 5, sky130_fd_sc_hd__o21a_1 5
-- cells by family after synthesis --
| group | count (synthesis) |
|---|---|
| xor gates and xnor gates | 27 |
| buffers and inverters | 81 |
| muxes | 2 |
| and+or+nand+nor | 88 |
| AOI/OAI and AO/OA | 88 |
| DFF | 64 |
| adders and majority gates | 61 |
-- per-layer routing --
metal	GRT usage [%]	vias up
li1	-	1539
met1	35.6	1456
met2	29.7	85
met3	3.51	11
met4	3.08	0
met5	0	-
-- how the worst max path moves through the flow --
stage           from      to  slack (ps)  cells past startpoint
CTS           mic[1]  y1[18]        3860                     13
global route  mic[1]  y1[16]        3550                     11
finish        mic[1]  y1[16]        3780                     11

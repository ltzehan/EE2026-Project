<file path="run.sh">
#!/bin/bash
# OpenROAD 26Q1-2900-gdf79404cd8, Yosys 0.63+post, stock flow scripts
make -C /OpenROAD-flow-scripts/flow DESIGN_CONFIG=/design/flow/config.mk WORK_HOME=/design/flow/orfs finish
</file>
<file path="config.mk">
export PLATFORM = sky130hd
export DESIGN_NAME = show_lapsed
export DESIGN_NICKNAME = show_lapsed
export VERILOG_FILES = /design/flow/design.v
export SDC_FILE = /design/flow/constraint.sdc
export NUM_CORES = 4
export LEC_CHECK = 1
export CORE_UTILIZATION = 50
</file>
<file path="constraint.sdc">
current_design show_lapsed

set clk_period 9.4
set clk_io_pct 0.2

create_clock -name clk0 -period $clk_period [get_ports {CLK}]

set non_clock_inputs [all_inputs -no_clocks]
set_input_delay [expr $clk_period * $clk_io_pct] -clock clk0 $non_clock_inputs
set_output_delay [expr $clk_period * $clk_io_pct] -clock clk0 [all_outputs]
</file>
<file path="design.v">
`timescale 1ns / 1ps
module draw_num(
    input CLK,
    input [7:0] refx, refy,
    input [7:0] x, y,
    input [3:0] num,
    output reg [15:0] watch_oled_data
    );
    localparam BLACK      = {16{1'b0}};
    localparam WHITE      = {16{1'b1}};
    always @ (posedge CLK)
    begin
        if (x >= refx - 1 && x < refx + 11 && y >= refy && y < refy + 20) 
        begin
            if (num == 0) 
            begin
                if ((y == refy + 2 || y == refy + 17) && x >= refx + 1 && x < refx + 9) 
                begin
                    watch_oled_data = WHITE;
                end
                else if (y > refy + 2 && y < refy + 17 && (x == refx + 1 || x == refx + 8))
                begin
                    watch_oled_data = WHITE;
                end
                else 
                begin
                    watch_oled_data = BLACK;
                end
            end
            else if (num == 1) 
            begin
                if (y >= refy + 2 && y <= refy + 17 && x == refx + 8)
                begin
                    watch_oled_data = WHITE;
                end
                else 
                begin
                    watch_oled_data = BLACK;
                end
            end
            else if (num == 2) 
            begin
                if ((y == refy + 2 || y == refy + 17 || y == refy + 9) && x >= refx + 1 && x < refx + 9)
                begin
                    watch_oled_data = WHITE;
                end
                else if ((y > refy + 9 && y < refy + 17 && x == refx + 1) || (y > refy + 2 && y < refy + 9 && x == refx + 8))
                begin
                    watch_oled_data = WHITE;
                end
                else 
                begin
                    watch_oled_data = BLACK;
                end
            end
            else if (num == 3) 
            begin
                if (y >= refy + 2 && y <= refy + 17 && x == refx + 8)
                begin
                    watch_oled_data = WHITE;
                end
                else if ((y == refy + 2 || y == refy + 17 || y == refy + 9) && x >= refx + 1 && x < refx + 8)
                begin
                    watch_oled_data = WHITE;
                end
                else begin
                    watch_oled_data = BLACK;
                end
            end
            else if (num == 4) 
            begin
                if (y >= refy + 2 && y <= refy + 17 && x == refx + 8)
                begin
                    watch_oled_data = WHITE;
                end
                else if (y == refy + 9 && x >= refx + 1 && x < refx + 8) 
                begin
                    watch_oled_data = WHITE;
                end
                else if (x == refx + 1 && y >= refy + 2 && y < refy + 9)
                begin
                    watch_oled_data = WHITE;
                end
                else begin
                    watch_oled_data = BLACK;
                end
            end
            else if (num == 5) 
            begin
                if ((y == refy + 2 || y == refy + 17 || y == refy + 9) && x >= refx + 1 && x < refx + 9)
                begin
                    watch_oled_data = WHITE;
                end
                else if ((y > refy + 2 && y < refy + 9 && x == refx + 1) || (y > refy + 9 && y < refy + 17 && x == refx + 8))
                begin
                    watch_oled_data = WHITE;
                end
                else begin
                    watch_oled_data = BLACK;
                end
            end
            else if (num == 6) 
            begin
                if (y >= refy + 2 && y <= refy + 17 && x == refx + 1)
                begin
                    watch_oled_data = WHITE;
                end
                else if ((y == refy + 2 || y == refy + 17 || y == refy + 9) && x >= refx + 2 && x < refx + 9)
                begin
                    watch_oled_data = WHITE;
                end
                else if (x == refx + 8 && y > refy + 9 && y < refy + 17)
                begin
                    watch_oled_data = WHITE;
                end
                else begin
                    watch_oled_data = BLACK;
                end
            end
            else if (num == 7) 
            begin
                if (y >= refy + 2 && y <= refy + 17 && x == refx + 8)
                begin
                    watch_oled_data = WHITE;
                end
                else if (y == refy + 2 && x < refx + 8) 
                begin
                    watch_oled_data = WHITE;
                end
                else begin
                    watch_oled_data = BLACK;
                end
            end
            else if (num == 8) 
            begin
                if (y >= refy + 2 && y <= refy + 17 && (x == refx + 8 || x == refx + 1))
                begin
                    watch_oled_data = WHITE;
                end
                else if ((y == refy + 2 || y == refy + 17 || y == refy + 9) && x > refx + 1 && x < refx + 8)
                begin
                    watch_oled_data = WHITE;
                end
                else begin
                    watch_oled_data = BLACK;
                end
            end
            else if (num == 9)
            begin
                if (y >= refy + 2 && y <= refy + 17 && x == refx + 8)
                begin
                    watch_oled_data = WHITE;
                end
                else if ((y == refy + 2 || y == refy + 17 || y == refy + 9) && x >= refx + 1 && x < refx + 8)
                begin
                    watch_oled_data = WHITE;
                end
                else if (x == refx + 1 && y > refy + 2 && y < refy + 9) 
                begin
                    watch_oled_data = WHITE;
                end
                else begin
                    watch_oled_data = BLACK;
                end
            end
        end
    end
endmodule
`timescale 1ns / 1ps
module xy_to_px(
    input [7:0] x,
    input [7:0] y,
    output [12:0] px
    );
    localparam OLED_W = 96;
    localparam OLED_H = 64;
    assign px = (y * OLED_W) + x;
endmodule
module px_to_xy(
    input [12:0] px,
    output [7:0] x,
    output [7:0] y
    );
    localparam OLED_W = 96;
    localparam OLED_H = 64;
    assign x = px % OLED_W;
    assign y = px / OLED_W;
endmodule
module draw_filled_box(
    input [12:0] pixel,
    input [7:0] x1,
    input [7:0] y1,
    input [7:0] x2,
    input [7:0] y2,
    output active
    );
    wire [7:0] px, py;
    px_to_xy calc(pixel, px, py);
    assign active = (py >= y1) && (py <= y2) && (px >= x1) && (px <= x2); 
endmodule
module draw_box(
    input [12:0] pixel,
    input [7:0] x1,
    input [7:0] y1,
    input [7:0] x2,
    input [7:0] y2,
    input [7:0] th,  
    output active
    );
    wire [7:0] px, py;
    px_to_xy calc(pixel, px, py);
    wire h1 = (py - y1 < th) && (px >= x1 && px <= x2);
    wire h2 = (y2 - py < th) && (px >= x1 && px <= x2);
    wire v1 = (px - x1 < th) && (py >= y1 && py <= y2);
    wire v2 = (x2 - px < th) && (py >= y1 && py <= y2);
    assign active = h1 | h2 | v1 | v2;
endmodule
`timescale 1ns / 1ps
module show_lapsed(
    input CLK,
    input [19:0] lapsed1, lapsed2, lapsed3,
    input [12:0] pixel,
    output reg [15:0] watch_oled_data
    );
    wire [15:0] d1,d2,d3,d4,d5,d6,d7,d8,d9,d10,d11,d12,d13,d14,d15;
    wire [7:0] x, y;
    px_to_xy calc(pixel, x, y);
    draw_num unit1(CLK, 16, 2, x, y, lapsed1[19:16], d1);
    draw_num unit2(CLK, 28, 2, x, y, lapsed1[15:12], d2);
    draw_num unit3(CLK, 40, 2, x, y, lapsed1[11:8], d3);
    draw_num unit4(CLK, 54, 2, x, y, lapsed1[7:4], d4);
    draw_num unit5(CLK, 66, 2, x, y, lapsed1[3:0], d5);
    draw_num unit6(CLK, 16, 22, x, y, lapsed2[19:16], d6);
    draw_num unit7(CLK, 28, 22, x, y, lapsed2[15:12], d7);
    draw_num unit8(CLK, 40, 22, x, y, lapsed2[11:8], d8);
    draw_num unit9(CLK, 54, 22, x, y, lapsed2[7:4], d9);
    draw_num unit10(CLK, 66, 22, x, y, lapsed2[3:0], d10);
    draw_num unit11(CLK, 16, 42, x, y, lapsed3[19:16], d11);
    draw_num unit12(CLK, 28, 42, x, y, lapsed3[15:12], d12);
    draw_num unit13(CLK, 40, 42, x, y, lapsed3[11:8], d13);
    draw_num unit14(CLK, 54, 42, x, y, lapsed3[7:4], d14);
    draw_num unit15(CLK, 66, 42, x, y, lapsed3[3:0], d15);
    always @ (posedge CLK) 
    begin
        if (x >= 15 && x < 27 && y >= 2 && y < 62) begin
            if (y >= 2 && y < 22) begin
                watch_oled_data = d1;
            end
            else if (y >= 22 && y < 42) begin
                watch_oled_data = d6;
            end
            else if (y >= 42 && y < 62) begin
                watch_oled_data = d11;
            end
        end
        else if (x >= 27 && x < 39 && y >= 2 && y < 62) begin
            if (y >= 2 && y < 22) begin
                watch_oled_data = d2;
            end
            else if (y >= 22 && y < 42) begin
                watch_oled_data = d7;
            end
            else if (y >= 42 && y < 62) begin
                watch_oled_data = d12;
            end
        end
        else if (x >= 39 && x < 51 && y >= 2 && y < 62) begin
            if (y >= 2 && y < 22) begin
                watch_oled_data = d3;
            end
            else if (y >= 22 && y < 42) begin
                watch_oled_data = d8;
            end
            else if (y >= 42 && y < 62) begin
                watch_oled_data = d13;
            end
        end
        else if (x >= 53 && x < 65 && y >= 2 && y < 62) begin
            if (y >= 2 && y < 22) begin
                watch_oled_data = d4;
            end
            else if (y >= 22 && y < 42) begin
                watch_oled_data = d9;
            end
            else if (y >= 42 && y < 62) begin
                watch_oled_data = d14;
            end
        end
        else if (x >= 65 && x < 77 && y >= 2 && y < 62) begin
            if (y >= 2 && y < 22) begin
                watch_oled_data = d5;
            end
            else if (y >= 22 && y < 42) begin
                watch_oled_data = d10;
            end
            else if (y >= 42 && y < 62) begin
                watch_oled_data = d15;
            end
        end
        else if ((x == 51 || x == 52) && (y == 20 || y == 21 || y == 40 || y == 41 || y == 60 || y == 61)) begin
            watch_oled_data = 16'b1111111111111111;
        end
        else begin
            watch_oled_data = 16'b0000000000000000;
        end
    end
endmodule
</file>
==> impl_metrics.json <==
{
  "drt_wl_total_mm": 31.3,
  "drt_iter0_markers": 1443,
  "seq_area_um2": 480,
  "first_global_vias": 8688,
  "synth_cell_types": 99,
  "required_ns": 9.52,
  "drc": 0,
  "crit_arrival_ns": 7.61,
  "insertion_delay_ns": 0.27,
  "grt_pass1_wl_mm": 48.2,
  "status": "completed",
  "ys_async_sr_fraction_pct": 0,
  "synthCells": 1152,
  "timing.final.crit_share_pct": 79.7,
  "place_area_um2": 8270,
  "slowest_delay_ns": 0.90,
  "finalHoldWorstSlack_ns": 1.02,
  "io_pins": 90,
  "final_cell_mix": "nor2_1 (125), clkdlybuf4s50_1 (89), a21oi_1 (86)",
  "rows": 43,
  "ys_cells": 1152,
  "combGateArea_um2": 6290,
  "clockRootBuffer": "clkbuf_16",
  "power_density_nw_per_um2": 77.3,
  "ff_type": "edfxtp_1",
  "core_util_floorplan_pct": 52.2,
  "vias": 10084,
  "htreeDepth": 1,
  "start_kind": "input pin",
  "core_um2": 14100,
  "slew-limit-headroom_pct": 34.8,
  "grt_setup_unrepaired": "no",
  "grt_antenna_before_repair": 1,
  "cts_resized": 0,
  "syn_area_per_cell_um2": 6.38,
  "edf_count": 16,
  "hold_violations": 0,
  "gp_congestion": 1.08,
  "slowest_stage": "o31ai_1",
  "grt_usage_pct": 42.1,
  "final-max-slew-violation-count": 0,
  "ys_seq_share_pct": 6.53,
  "end_kind": "flip-flop",
  "ys_seq_elements": 16,
  "cts_buffer_depth": 2,
  "cts_made_buffers": 3,
  "cts_sinks": 16,
  "warnings": 26,
  "max-cap-violations": 0,
  "hp-class": "reg -> reg",
  "clk_pin_slew_ns": 0.07,
  "yosys_warnings": 32,
  "post_drt_wl_per_cell_um": 23.1,
  "die_y_um": 123,
  "dp_cells": 1354,
  "dpl.hpwl_mm": 23.4,
  "crit_type": "in -> reg",
  "viasPerCell": 7.43,
  "die_w_um": 123,
  "drive_gt1_share_pct": 6.88,
  "p_leak_nw": 2.66,
  "detail-route-antenna-nets": 0,
  "yosys_area_um2": 7350,
  "peakVddDrop_uv": 54.8,
  "final_cell_count_no_fill": 1358,
  "netlist_area_um2": 7350,
  "grt_max_degree": 29,
  "fmax_mhz": 133,
  "path_cells": "clkdlybuf4s50_1, buf_4, ha_1, nand4bb_1, o2111a_1, nor2_1, a22oi_1, o2bb2ai_1, o211ai_2, o31ai_1, inv_1, o311ai_1, o21ai_0, a211oi_1, a21boi_1",
  "clock_skew_ns": 0.00163,
  "port_buffers": 89,
  "period_minus_slack_ns": 7.49,
  "setup-tns-final_ns": 0,
  "grt-ovfl-total": 0,
  "final_util_pct": 59.2,
  "worst_pin_slew_ns": 0.970,
  "insertedDiodeCount": 0,
  "fillers": 1384,
  "setup_viol": 0,
  "cts_tree": "yes",
  "crit_fanout": 27,
  "cts_hold_buf": 0,
  "lay_top_count": "nor2_1",
  "area_delta_synth_final_pct": 13.5,
  "first_pass_iters": 8,
  "design_area_um2": 8350,
  "dieArea_um2": 15200,
  "cts_setup_buffers": 0
}
-- worst paths after layout --
check                                                    startpoint                             endpoint  slack, ns  cells after the start
worst min register to register  unit5.watch_oled_data[14]$_DFFE_PP_        watch_oled_data[14]$_DFFE_PP_       1.02                      4
worst max register to register  unit7.watch_oled_data[14]$_DFFE_PP_        watch_oled_data[14]$_DFFE_PP_       7.69                      4
worst max-delay path                                      pixel[12]  unit5.watch_oled_data[14]$_DFFE_PP_       1.91                     15
worst min-delay path            unit5.watch_oled_data[14]$_DFFE_PP_        watch_oled_data[14]$_DFFE_PP_       1.02                      4
-- synth_stat cells (13+ instances only) --
| library cell | count | area share (%) |
|---|---|---|
| o211ai_1 | 33 | 3.4 |
| nand2_1 | 85 | 4.3 |
| o2111ai_1 | 17 | 2.0 |
| a21oi_1 | 86 | 5.9 |
| nor2_1 | 125 | 6.4 |
| o31ai_1 | 23 | 2.3 |
| nor4_1 | 19 | 1.6 |
| o21ai_1 | 17 | 1.2 |
| a211oi_1 | 18 | 1.8 |
| edfxtp_1 | 16 | 6.5 |
| nor2b_1 | 23 | 2.0 |
| nand2b_1 | 17 | 1.4 |
| nand3_1 | 43 | 2.9 |
| o21a_1 | 15 | 1.5 |
| buf_4 | 17 | 1.7 |
| a31oi_1 | 20 | 1.7 |
| o221ai_1 | 15 | 1.8 |
| inv_1 | 33 | 1.7 |
| o22ai_1 | 31 | 2.6 |
| o21ai_0 | 70 | 4.8 |
| a21o_1 | 13 | 1.3 |
| nor3_1 | 52 | 3.5 |
| clkbuf_1 | 72 | 3.7 |
-- through the flow --
stage | power, mW | setup WS, ns
2_1_floorplan | 0.372 | 3.47
3_3_place_gp | 0.527 | 2.02
3_5_place_dp | 0.526 | 1.97
4_1_cts | 0.626 | 2.18
5_1_grt | 0.679 | 1.67
6_report | 0.645 | 1.91
-- state kept, by name (all words and copies together) (netlist names) --
register,cells
unit14.watch_oled_data,1
unit11.watch_oled_data,1
unit6.watch_oled_data,1
unit5.watch_oled_data,1
unit2.watch_oled_data,1
unit12.watch_oled_data,1
unit15.watch_oled_data,1
unit13.watch_oled_data,1
unit4.watch_oled_data,1
unit7.watch_oled_data,1
watch_oled_data,1
unit3.watch_oled_data,1
unit1.watch_oled_data,1
unit10.watch_oled_data,1
unit9.watch_oled_data,1
unit8.watch_oled_data,1
-- critical path, delay by kind of cell --
kind            cells  cell delay, ns
compound gates      9            3.47
fa+ha+maj           1            0.34
buf+inv             3            1.07
simple gates        2            0.85
-- per-layer routing --
| metal | global-route usage [%] | wire [µm] | vias up | part of all wire (%) |
|---|---|---|---|---|
| li1 | - | - | 4635 | - |
| met1 | 58.9 | 12200 | 4540 | 39 |
| met2 | 59.5 | 12800 | 771 | 41 |
| met3 | 11.8 | 4470 | 138 | 14 |
| met4 | 20.1 | 1860 | 0 | 6.0 |
| met5 | 0 | 0 | - | 0 |
-- where the power goes --
| part | leakage (nW) | internal, mW | switching, mW | total [mW] |
|---|---|---|---|---|
| Clock | 0.0385 | 0.0572 | 0.0432 | 0.100 |
| Combinational | 2.49 | 0.162 | 0.295 | 0.457 |
| Sequential | 0.127 | 0.0843 | 0.00394 | 0.0882 |
-- cell type report --
| class | instances | area share (%) |
|---|---|---|
| timing repair buffer | 123 | 13.7 |
| clock buffer | 3 | 0.899 |
| multi-input combinational | 1001 | 75.3 |
| tap | 180 | 2.70 |
| sequential | 16 | 5.76 |
| clock inverter | 1 | 0.0450 |
| inverter | 34 | 1.53 |
-- cell families (layout without fill, tap and decap cells) --
kind of cell               Yosys count  in the layout  synth area share (%)
xor gates and xnor gates             7              7                  1.04
adders and majority gates            1              1                 0.170
and+or+nand+nor                    485            485                  34.6
other                                1              1                0.0510
AOI/OAI and AO/OA                  498            498                  48.4
buffers and inverters              135            161                  8.03
DFF                                 16             16                  6.53
muxes                                9              9                  1.24
Power figures rest on the tool's default switching activity, not on a simulated workload.
